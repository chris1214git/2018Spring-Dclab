==> flow/constraint.sdc <==
current_design Rsa256Wrapper

set clk_period 161.3
set clk_io_pct 0.2

create_clock -name clk0 -period $clk_period [get_ports {avm_clk}]

set non_clock_inputs [all_inputs -no_clocks]
set_input_delay [expr $clk_period * $clk_io_pct] -clock clk0 $non_clock_inputs
set_output_delay [expr $clk_period * $clk_io_pct] -clock clk0 [all_outputs]
==> flow/config.mk <==
export PLATFORM = sky130hd
export DESIGN_NAME = Rsa256Wrapper
export DESIGN_NICKNAME = Rsa256Wrapper
export VERILOG_FILES = /design/flow/design.v
export SDC_FILE = /design/flow/constraint.sdc
export NUM_CORES = 4
export LEC_CHECK = 1
export CORE_UTILIZATION = 40
==> flow/run.sh <==
#!/bin/bash
# OpenROAD 26Q1-2900-gdf79404cd8, Yosys 0.63+post, stock flow scripts
make -C /OpenROAD-flow-scripts/flow DESIGN_CONFIG=/design/flow/config.mk WORK_HOME=/design/flow/orfs finish
==> flow/design.v <==
module Rsa256Core(
	input i_clk,
	input i_rst,
	input i_start,
	input [255:0] i_a,
	input [255:0] i_e,
	input [255:0] i_n,
	output [255:0] o_a_pow_e,
	output o_finished
);
	logic [256:0] t_m;
	logic waiting_MOP;
	logic done_MOP;
	logic [255:0] ret_w;
	logic done_w;
	logic done_r;
	logic [255:0] ret_r;
	assign o_a_pow_e = ret_r;
	assign o_finished = done_r;
	MOP MOP0 (.i_clk(i_clk), .i_rst(i_rst), .i_start(i_start), .a({1'b0 , i_a}), .b({1'b1, 256'd0}), .n(i_n), .m(t_m), .waiting(waiting_MOP), .done(done_MOP));
	FastPow FastPow0 (.i_clk(i_clk), .i_rst(i_rst), .i_start(done_MOP), .y(t_m[255:0]), .d(i_e), .N(i_n), .out_x(ret_w), .done(done_w));
	always_ff @ (posedge i_clk) begin
		if(i_rst) begin
			ret_r <= 0;
			done_r <= 0;
		end
		else begin
			ret_r <= ret_w;
			done_r <= done_w;
		end
	end
endmodule
module FastPow(
	input i_clk,
	input i_rst,
	input i_start,
	input [255:0] y,
	input [255:0] d,
	input [255:0] N, 
	output [255:0] out_x,     
	output done
);
	logic [8:0] i_w;
	logic [256:0] t_w;
	logic [256:0] ret_w;
	logic M1_done;
	logic M2_done;
	logic M1_start_w;
	logic M2_start_w;
	logic M1_wait;
	logic M2_wait;
	logic waiting_w;
	logic [255:0] out_w;
	logic [8:0] i_r;
	logic [256:0] t_r;
	logic [256:0] t;
	logic [256:0] ret_r;
	logic [256:0] ret;
	logic waiting_r;
	logic [255:0] d_r;
	logic [255:0] N_r;
	logic [255:0] out_r;
	logic M1_start_r;
	logic M2_start_r;
	assign out_w = (done && waiting_r) ? ret_r[255:0] : out_r;
	assign out_x = out_w;
	assign waiting_w = (done) ? 0 : waiting_r;
	assign done = ((i_r == 256) && waiting_r) ? 1 : 0;
	Mont M1(.i_clk(i_clk) ,.i_rst(i_rst) ,.i_start(M1_start_r) ,.a(ret_r) ,.b(t_r) ,.n(N_r) ,.m(ret_w) , .waiting(M1_wait) , .done(M1_done));
	Mont M2(.i_clk(i_clk) ,.i_rst(i_rst) ,.i_start(M2_start_r) ,.a(t_r) ,.b(t_r) ,.n(N_r) ,.m(t_w) , .waiting(M2_wait), .done(M2_done));
	always_comb begin
		i_w = (M2_done) ? (i_r + 1) : i_r;
		ret = (M1_done) ? ret_w : ret_r;
		t = (M2_done) ? t_w : t_r;
		M1_start_w = (!M1_wait && d_r[i_r] && waiting_r) ? 1 : 0;
		M2_start_w = (!M2_wait) ? 1 : 0;
	end
	always_ff @ (posedge i_clk) begin
		if(i_rst || i_start) begin
			i_r   <= 0;
			t_r   <= y; 
			ret_r <= 1;
			d_r   <= d;
			N_r   <= N;
			out_r <= 0;
			waiting_r <= 1;
			M1_start_r <= 1;
			M2_start_r <= 1;
		end
		else begin
			i_r   <= i_w;
			t_r   <= t;
			ret_r <= ret;
			d_r   <= d_r;
			N_r   <= N_r;
			out_r <= out_w;
			waiting_r <= waiting_w;
			M1_start_r <= M1_start_w;
			M2_start_r <= M2_start_w;
		end
	end
endmodule
module Mont(
	input i_clk,
	input i_rst,
	input i_start,
	input [256:0] a,
	input [256:0] b,
	input [255:0] n,
	output [256:0] m,
	output waiting,
	output done
);
	logic [257:0] ret_w;
	logic [9:0] i_w;
	logic [257:0] ret_temp; 
	logic [257:0] ret_temp2;
	logic waiting_w;
	logic [256:0] m_w;
	logic [9:0] i_r;
	logic [257:0] ret_r;
	logic waiting_r;
	logic [256:0] m_r;
	logic [256:0] a_r;
	logic [256:0] b_r;
	logic [255:0] n_r;
	assign i_w = i_r + 1;
	assign m_w = (done && waiting_r) ? ret_w : m_r;
	assign m = m_w[256:0];
	assign done = (waiting && (i_r == 255)) ? 1 : 0;
	assign waiting_w = (done) ? 0 : waiting_r;
	assign waiting = waiting_r;
	always_comb begin
		ret_temp =(b_r[i_r]) ? (ret_r + a_r) : ret_r;
		if(ret_temp[0] == 1) begin   
			ret_temp2 = (ret_temp + n_r) >> 1 ;
		end
		else begin
			ret_temp2 = ret_temp >> 1 ;
		end
		if((ret_temp2 >= (n_r << 1)) && (i_r == 255)) begin
			ret_w = (ret_temp2 >= (n_r << 2)) ? (ret_temp2 - (n_r << 2)) : (ret_temp2 - (n_r << 1));
		end
		else if ((ret_temp2 >= n_r) && (i_r == 255)) begin
			ret_w = ret_temp2 - n_r;
		end
		else begin
			ret_w = ret_temp2;
		end
	end
	always_ff @ (posedge i_clk) begin
		if (i_rst || i_start) begin
			ret_r <= 0;
			i_r   <= 0;
			m_r   <= 0;
			waiting_r <= (i_start) ? 1 : 0;
			a_r <= a;
			b_r <= b;
			n_r <= n;
		end
		else begin
			ret_r <= ret_w;
			i_r   <= i_w;
			m_r   <= m_w;
			waiting_r <= waiting_w;
			a_r <= a_r;
			b_r <= b_r;
			n_r <= n_r;
		end
	end
endmodule
module MOP(
	input i_clk,
	input i_rst,
	input i_start,
	input [256:0] a,
	input [256:0] b,		 
	input [255:0] n,
	output [256:0] m,
	output waiting,
	output done
);
	logic [258:0] t_w;
	logic [258:0] ret_w;
	logic waiting_w;
	logic [8:0] i_w;
	logic [256:0] m_w;
	logic [258:0] t_r;
	logic [258:0] ret_r;
	logic waiting_r;
	logic [8:0] i_r;
	logic [256:0] m_r;
	logic [256:0] b_r;
	logic [256:0] n_r;
	assign i_w = i_r + 1;
	assign m_w = (done && waiting_r) ? ret_w[256:0] : m_r;
	assign m = m_w;
	assign waiting_w = (done) ? 0 : waiting_r;
	assign waiting = waiting_r;
	assign done = (waiting && (i_r == 256)) ? 1 : 0;
	always_comb begin
		if(b_r[i_r] == 1) begin
			if(ret_r + t_r >= n_r) 
				ret_w = ret_r + t_r - n_r;
			else 
				ret_w = ret_r + t_r;
		end
		else ret_w = ret_r;
		if((t_r << 1) >= n_r) t_w = (t_r << 1) - n_r;
		else t_w = (t_r << 1);
	end
	always_ff @ (posedge i_clk) begin
		if (i_rst) begin
			ret_r <= 0;
			i_r   <= 0;
			m_r   <= 0;
			t_r <= a;
			waiting_r <= 0;
			b_r <= b;
			n_r <= n;
		end
		else if(i_start) begin
			ret_r <= 0;
			i_r   <= 0;
			m_r   <= 0;
			t_r <= a;
			waiting_r <= 1;
			b_r <= b;
			n_r <= n;
		end
		else begin
			ret_r <= ret_w;
			i_r   <= i_w;
			m_r   <= m_w;
			t_r <= t_w;
			waiting_r <= waiting_w;
			b_r <= b_r;
			n_r <= n_r;
		end
	end
endmodule
module Rsa256Wrapper(
	input avm_rst,
	input avm_clk,
	output [4:0] avm_address,
	output avm_read,
	input [31:0] avm_readdata,
	output avm_write,
	output [31:0] avm_writedata,
	input avm_waitrequest
);
	localparam RX_BASE     = 0*4;
	localparam TX_BASE     = 1*4;
	localparam STATUS_BASE = 2*4;
	localparam TX_OK_BIT = 6;
	localparam RX_OK_BIT = 7;
	typedef enum {
		S_BEGIN,
		S_READ_N,
		S_READ_E,
		S_READ_DATA,
		S_CALC_BEGIN,
		S_CALC_WAIT,
		S_WRITE
	} State;
	typedef enum {
		IO_IDLE,
		IO_CHECK_RX,
		IO_TO_RECEIVE,
		IO_RECEIVE_ONE_BYTE,
		IO_CHECK_TX,
		IO_TO_SEND,
		IO_SEND_ONE_BYTE
	} IO_State;
	typedef enum {
		RW_IDLE,
		RW_READ,
		RW_WRITE
	} RW_Flag;
	logic[255:0] modcall1, modcall2, transret, mulret, n2; 
	logic strans, smul, ftrans, fmul;
	logic rsa_start_r, rsa_start_w, rsa_finished;
	logic[255:0] rsa_dec;
	logic[255:0] enc_r, enc_w, e_r, e_w, n_r, n_w;
	logic[255:0] read_buffer_r, read_buffer_w, write_buffer_r, write_buffer_w;
	State state_r, state_w;
	IO_State io_state_r, io_state_w;
	RW_Flag flag_r, flag_w;
	logic [4:0] avm_address_r, avm_address_w;
	logic avm_read_r, avm_read_w, avm_write_r, avm_write_w;
	logic [4:0] bytes_counter_r, bytes_counter_w;
	assign avm_address = avm_address_r;
	assign avm_read = avm_read_r;
	assign avm_write = avm_write_r;
	assign avm_writedata = write_buffer_r[247-:8];
	Rsa256Core rsa256_core(
        .i_clk(avm_clk),
        .i_rst(avm_rst),
        .i_start(rsa_start_r),
        .i_a(enc_r),
        .i_e(e_r),
        .i_n(n_r),
        .o_a_pow_e(rsa_dec),
        .o_finished(rsa_finished)
    );
	task StartRead;
		input [4:0] addr;
		begin
			avm_read_w = 1;
			avm_write_w = 0;
			avm_address_w = addr;
		end
	endtask
	task StartWrite;
		input [4:0] addr;
		begin
			avm_read_w = 0;
			avm_write_w = 1;
			avm_address_w = addr;
		end
	endtask
	task DoNothing;
		begin
			avm_read_w = 0;
			avm_write_w = 0;
			avm_address_w = 0;
		end
	endtask
	always_comb begin
		state_w = state_r;
		rsa_start_w = rsa_start_r;
		enc_w = enc_r;
		n_w = n_r;
		e_w = e_r;
		avm_read_w = avm_read_r;
		avm_write_w = avm_write_r;
		avm_address_w = avm_address_r;
		io_state_w = io_state_r;
		bytes_counter_w = bytes_counter_r;
		read_buffer_w = read_buffer_r;
		write_buffer_w = write_buffer_r;
		flag_w = flag_r;
		case (io_state_r)
			IO_IDLE: begin
				DoNothing();
				case (flag_r)
					RW_IDLE: io_state_w = IO_IDLE;
					RW_READ: io_state_w = IO_CHECK_RX;
					RW_WRITE: io_state_w = IO_CHECK_TX;
				endcase
				bytes_counter_w = 0;
			end
			IO_CHECK_RX: begin
				StartRead(STATUS_BASE);
				io_state_w = IO_TO_RECEIVE;
			end
			IO_TO_RECEIVE: begin
				if (avm_waitrequest == 0) begin
					if (avm_readdata[RX_OK_BIT]) begin
						StartRead(RX_BASE);
						io_state_w = IO_RECEIVE_ONE_BYTE;
					end else begin
						DoNothing();
						io_state_w = IO_CHECK_RX;
					end
				end
			end
			IO_RECEIVE_ONE_BYTE: begin
				if (avm_waitrequest == 0) begin
					DoNothing();
					read_buffer_w = (read_buffer_r << 8) + avm_readdata[7:0];
					bytes_counter_w = bytes_counter_r + 1;
					if (bytes_counter_r == 31) begin
						io_state_w = IO_IDLE;
						flag_w = RW_IDLE;
					end else begin
						io_state_w = IO_CHECK_RX;
						flag_w = RW_READ;
					end
				end
			end
			IO_CHECK_TX: begin
				StartRead(STATUS_BASE);
				io_state_w = IO_TO_SEND;
			end
			IO_TO_SEND: begin
				if (avm_waitrequest == 0) begin
					if(avm_readdata[TX_OK_BIT]) begin
						StartWrite(TX_BASE);
						io_state_w = IO_SEND_ONE_BYTE;
					end else begin
						DoNothing();
						io_state_w = IO_CHECK_TX;
					end
				end
			end
			IO_SEND_ONE_BYTE: begin
				if (avm_waitrequest == 0) begin
					DoNothing();
					write_buffer_w = (write_buffer_r << 8);
					bytes_counter_w = bytes_counter_r + 1;
					if (bytes_counter_r == 30) begin
						io_state_w = IO_IDLE;
						flag_w = RW_IDLE;
					end else begin
						io_state_w = IO_CHECK_TX;
						flag_w = RW_WRITE;
					end
				end
			end
		endcase
		case (state_r)
			S_BEGIN: begin
				state_w = S_READ_N;
				flag_w = RW_READ;
			end
			S_READ_N: begin
				if (flag_r != RW_READ) begin
					state_w = S_READ_E;
					n_w = read_buffer_r;
					flag_w = RW_READ;
				end
			end
			S_READ_E: begin
				if (flag_r != RW_READ) begin
					state_w = S_READ_DATA;
					e_w = read_buffer_r;
					flag_w = RW_READ;
				end
			end
			S_READ_DATA: begin
				if (flag_r != RW_READ) begin
					state_w = S_CALC_BEGIN;
					enc_w = read_buffer_r;
					rsa_start_w = 1;
				end
			end
			S_CALC_BEGIN: begin
				rsa_start_w = 0;
				state_w = S_CALC_WAIT;
			end
			S_CALC_WAIT: begin
				if (rsa_finished) begin
					flag_w = RW_WRITE;
					write_buffer_w = rsa_dec;
					state_w = S_WRITE;
				end
			end
			S_WRITE: begin
				if (flag_r != RW_WRITE) begin
					state_w = S_READ_DATA;
					flag_w = RW_READ;
				end
			end
		endcase
	end
	always_ff @(posedge avm_clk or posedge avm_rst) begin
		if (avm_rst) begin
			n_r <= 0;
			e_r <= 0;
			state_r <= S_BEGIN;
			io_state_r <= IO_IDLE;
			flag_r <= RW_IDLE;
			enc_r <= 0;
			avm_address_r <= STATUS_BASE;
			avm_read_r <= 1;
			avm_write_r <= 0;
			rsa_start_r <= 0;
			write_buffer_r <= '0;
			read_buffer_r <= '0;
			bytes_counter_r <= 0;
		end else begin
			n_r <= n_w;
			e_r <= e_w;
			enc_r <= enc_w;
			avm_address_r <= avm_address_w;
			avm_read_r <= avm_read_w;
			avm_write_r <= avm_write_w;
			rsa_start_r <= rsa_start_w;
			io_state_r <= io_state_w;
			bytes_counter_r <= bytes_counter_w;
			write_buffer_r <= write_buffer_w;
			read_buffer_r <= read_buffer_w;
			flag_r <= flag_w;
			state_r <= state_w;
		end
	end
endmodule
==> results.toml <==
# physical design summary
[synth]
yosysTopAreaCell = "edfxtp_1"
netlist_instances = 56980
synth_flops = 5951
yosys.cell_count.top_type = "a21oi_1"
synth_stat.cells = 56980
edf_count = 2309
ys_dominant_reg_cell = "dfxtp_1"
syn_area_per_cell_sq_um = 8.027
synthArstFlopShare = 0.2183
synth_area_sq_um = 457400
yosysSeqAreaShare = 0.3252
ys_warn_count = 5
topCellsByArea = "edfxtp_1 15%, dfxtp_1 10%, ha_1 9.1%, a21oi_1 8.1%, dfrtp_1 7.1%"
yosysChipArea_sq_um = 457400
yosys-top-cells-count = "7402 x a21oi_1, 7099 x nand2_1, 4993 x nor2_1"
ys_types = 110
yosysTopAreaCellShare = 0.1516

[critical_path]
startpoint = "avm_rst"
slowest_delay_ns = 0.68
crit_path_frequent_cell = "buf_4"
reg2reg_from = "rsa256_core.FastPow0.M2.i_r[0]$_SDFF_PP0_"
critPathMaxFanout = 63
critPathTopFamily = "buffers and inverters"
cp.required_ns = 162.10
crit_path_cell_trace = "buf_8 -> buf_4 -> nor2_4 -> inv_8 -> buf_4 -> buf_4 -> buf_4 -> buf_4 -> buf_4 -> buf_4"
path_class = "input pin to register"
path_buffers = 9
setup.worst_path.start_class = "input pin"
cpMaxStageDelayCell = "buf_4"
arrival_ns = 37.42
endpoint_kind = "register"

[power]
ir_worst_vdd_v = 0.00001409
power.leakage_nw = 208.5
p_total_w = 0.008292
power_density_nw_per_um2 = 16.59

[clocking]
cts_max_path_buffers = 5
holdBufCountCts = 0
cts-htree-levels = 6
clock-sinks = 5951
cts_resized = 0
cts_tree = "done"
cts-buffers-inserted = 673
cts_setup_buffers = 0
cts-root-buf = "clkbuf_16"
clk_pin_slew_ns = 0.06
clkLatencyLatePin_ns = 1.22

[sta]
slew_headroom = 0.1413
setup_violations = 0
timing.hold.ws_ns = 0.3885
drv_slew = 0
fin_crit_sh = 0.2270
setup_tns_ns = 0
tightest_slew_ns = 1.275
fin_worst_skew_ns = 0.1338
hold_viol_final = 0
period_minus_slack_ns = 36.62
rsz0062_at_grt = "false"
fmax_ghz = 0.02731

[routing]
via_count = 429300
antenna_left = 0
viasPerCell = 5.977
drc = 0
wl_um = 2294000
drtPass1Iterations = 8
first_iter_violations = 38590
routedWlPerCell_um = 31.93

[cells_and_area]
fill_cells = 114400
syn_to_final_growth_pct = 9.309
post-route-util = 0.4388
drive_above_1_share = 0.07703

[floorplanning]
die_width_um = 1071
fp-utilization = 0.4014
num_rows = 392
core-area_sq_um = 1139000
die_area_sq_um = 1148000
top_level_ports = 74
die_h_um = 1071

[min_path]
worstHoldStart = "rsa256_core.ret_r[75]$_SDFF_PP0_"
min_path_type = "register to register"

[grt]
grt_max_degree = 141
grt_pass1_wl_um = 3155000
grt_pass1_vias = 411000
grtUsageTotal = 0.4030
overflow = 0
antenna_found_initial = 184

[place]
dp_hpwl_um = 1950000
globalplace.congestion = 1.085
portBuffers = 22

[run_status]
outcome = "finished, final reports clean"

[run]
warnings = 83
cap_violations = 0
==> layout make-up <==
class                           instances  area [sq um]  share of cell area
Sequential cell                      5951        148800              0.2976
Antenna cell                          208         520.5            0.001041
Inverter                             2194          8290             0.01658
Timing Repair Buffer                 1636         12590             0.02519
Tap cell                            15170         18980             0.03796
Clock inverter                        318          4013            0.008026
Multi-Input combinational cell      45420        287800              0.5757
Clock buffer                          937         18960             0.03792
==> per-stage QoR <==
step | instance area (sq um) | setup WS [ns] | instances
global route | 499500 | 123.82 | 71670
CTS | 499400 | 124.45 | 71630
finish | 499900 | 124.68 | 71830
detailed placement | 476400 | 123.19 | 70370
floorplan | 457500 | 76.86 | 57000
global placement | 476400 | 123.18 | 70370
==> worst reg2reg max path: cells and delay by family, from the launching register on <==
kind,cells,cell delay (ns)
adder cells (fa/ha/maj),2,1.02
AND/OR/NAND/NOR,8,1.92
AND-OR/OR-AND,34,11.19
multiplexers,3,1.43
flip-flops,1,0.60
buffers and inverters,13,6.18
XOR/XNOR,1,0.25
==> metal layers <==
layer  vias up  GRT usage  wire (um)
met1    207600     0.5913    1006000
met2     16000     0.5190     871600
met4        60     0.1328      99880
met5         -   0.008384       1652
li1     203400          -          -
met3      2281     0.2046     314800
==> cells in the final DEF (no fill, tap or decap), drive strengths merged, types with 470 or more instances in the layout <==
cell | synthesis | final
mux2i | 929 | 929
o21a | 470 | 470
o21bai | 1224 | 1224
clkbuf | 3082 | 937
inv | 2189 | 2231
nand4 | 1831 | 1831
dfrtp | 1294 | 1294
dfxtp | 2343 | 2343
edfxtp | 2309 | 2309
xnor2 | 2112 | 2112
o21ai | 4945 | 4945
ha | 3337 | 3337
nor2 | 4994 | 4994
nand2 | 7099 | 7099
buf | 357 | 1617
a21oi | 7404 | 7404
mux2 | 1119 | 1119
xor2 | 1175 | 1175
nor3 | 1064 | 1064
and2 | 501 | 501
a21o | 1940 | 1940
nand3 | 524 | 524
==> final timing paths <==
| kind | slack, ns | endpoint | cells after the start |
|---|---|---|---|
| worst max-delay path | 124.68 | rsa256_core.FastPow0.N_r[32]$_DFFE_PP_ | 10 |
| worst min-delay path | 0.39 | write_buffer_r[75]$_DFF_PP0_ | 2 |
| worst max register to register | 138.47 | rsa256_core.FastPow0.t_r[34]$_DFFE_PP_ | 61 |
| worst min register to register | 0.39 | write_buffer_r[75]$_DFF_PP0_ | 2 |
| max in group asynchronous | 124.69 | n_r[39]$_DFFE_PP0P_ | 9 |
| min in group asynchronous | 31.49 | n_r[151]$_DFFE_PP0P_ | 2 |
==> logic make-up after synthesis <==
family	share of synthesized area
other cells	0.000008199
mux	0.05665
buf+inv	0.04704
xor+xnor	0.06295
compound gates	0.2406
simple gates	0.1757
flops	0.3252
fa+ha+maj	0.09186
==> report_power, final <==
group	switching, W	total, W	leakage, nW	internal (W)
Sequential	0.000126	0.00181	60.5	0.00169
Clock	0.000687	0.00160	11.1	0.000913
Combinational	0.00330	0.00488	137	0.00158
Total	0.00411	0.00829	209	0.00418
==> state kept, by name, indices dropped and copies added (netlist names), 256 cells and up, named ones only <==
name / cells
rsa256_core.FastPow0.d_r: 256
rsa256_core.MOP0.n_r: 256
rsa256_core.MOP0.t_r: 259
rsa256_core.FastPow0.N_r: 256
rsa256_core.FastPow0.M1.a_r: 257
rsa256_core.MOP0.ret_r: 259
e_r: 256
rsa256_core.FastPow0.M2.b_r: 257
rsa256_core.FastPow0.M1.n_r: 256
rsa256_core.FastPow0.t_r: 257
read_buffer_r: 256
rsa256_core.MOP0.m_r: 256
rsa256_core.FastPow0.ret_r: 257
rsa256_core.FastPow0.M1.ret_r: 258
rsa256_core.FastPow0.M2.n_r: 256
n_r: 256
enc_r: 256
rsa256_core.FastPow0.M2.m_r: 256
rsa256_core.FastPow0.M1.b_r: 257
rsa256_core.FastPow0.M2.ret_r: 258
Power is estimated from default activity; no workload was simulated.
