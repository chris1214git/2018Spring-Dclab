$ cat flow/config.mk
export PLATFORM = sky130hd
export DESIGN_NAME = vector_cordic
export DESIGN_NICKNAME = vector_cordic
export VERILOG_FILES = /design/flow/design.v
export SDC_FILE = /design/flow/constraint.sdc
export NUM_CORES = 4
export LEC_CHECK = 1
export CORE_UTILIZATION = 30
$ cat flow/constraint.sdc
current_design vector_cordic

set clk_period 9.9
set clk_io_pct 0.2

create_clock -name clk0 -period $clk_period [get_ports {clk}]

set non_clock_inputs [all_inputs -no_clocks]
set_input_delay [expr $clk_period * $clk_io_pct] -clock clk0 $non_clock_inputs
set_output_delay [expr $clk_period * $clk_io_pct] -clock clk0 [all_outputs]
$ cat flow/design.v
module vector_cordic(clk, rst, x_in, y_in, magnitude);
	input clk, rst;
	input 	signed 	[15:0] x_in, y_in;
	output 	[15:0] magnitude;
	reg	signed 	[19:0] x_mux[15:0], y_mux[15:0];
	reg signed  [19:0] x_in_r, y_in_r;
	reg signed  [19:0] x_w[15:0], y_w[15:0];
	reg signed  [19:0] x_r[15:0], y_r[15:0];
	wire signed [19:0] x_in2,y_in2;
	assign x_in2 = {x_in,4'b0};
	assign y_in2 = {y_in,4'b0};
	assign magnitude = x_r[15][19:4];
	integer i;
	always @(*) begin
		if(x_in_r[19]==0&&y_in_r[19]==0) begin		 
			x_mux[0] = x_in_r;
			y_mux[0] = y_in_r;
		end
		else if(x_in_r[19]==1&&y_in_r[19]==0) begin	 
			x_mux[0] = y_in_r;
			y_mux[0] = ~x_in_r + 1;
		end
		else if(x_in_r[19]==1&&y_in_r[19]==1) begin	 
			x_mux[0] = ~y_in_r + 1;
			y_mux[0] = x_in_r;
		end
		else begin								 
			x_mux[0] = x_in_r;
			y_mux[0] = y_in_r;
		end
		if(y_mux[0][19]==1) begin
			x_w[0] = x_mux[0] - (y_mux[0] >>> 0);
			y_w[0] = y_mux[0] + (x_mux[0] >>> 0);
		end
		else begin
			x_w[0] = x_mux[0] + (y_mux[0] >>> 0);
			y_w[0] = y_mux[0] - (x_mux[0] >>> 0);
		end
		x_mux[1] = x_r[0];
		y_mux[1] = y_r[0];
		if(y_mux[1][19]==1) begin
			x_w[1] = x_mux[1] - (y_mux[1] >>> 1);
			y_w[1] = y_mux[1] + (x_mux[1] >>> 1);
		end
		else begin
			x_w[1] = x_mux[1] + (y_mux[1] >>> 1);
			y_w[1] = y_mux[1] - (x_mux[1] >>> 1);
		end
		x_mux[2] = x_r[1];
		y_mux[2] = y_r[1];
		if(y_mux[2][19]==1) begin
			x_w[2] = x_mux[2] - (y_mux[2] >>> 2);
			y_w[2] = y_mux[2] + (x_mux[2] >>> 2);
		end
		else begin
			x_w[2] = x_mux[2] + (y_mux[2] >>> 2);
			y_w[2] = y_mux[2] - (x_mux[2] >>> 2);
		end
		x_mux[3] = x_r[2];
		y_mux[3] = y_r[2];
		if(y_mux[3][19]==1) begin
			x_w[3] = x_mux[3] - (y_mux[3] >>> 3);
			y_w[3] = y_mux[3] + (x_mux[3] >>> 3);
		end
		else begin
			x_w[3] = x_mux[3] + (y_mux[3] >>> 3);
			y_w[3] = y_mux[3] - (x_mux[3] >>> 3);
		end
		x_mux[4] = x_r[3];
		y_mux[4] = y_r[3];
		if(y_mux[4][19]==1) begin
			x_w[4] = x_mux[4] - (y_mux[4] >>> 4);
			y_w[4] = y_mux[4] + (x_mux[4] >>> 4);
		end
		else begin
			x_w[4] = x_mux[4] + (y_mux[4] >>> 4);
			y_w[4] = y_mux[4] - (x_mux[4] >>> 4);
		end
		x_mux[5] = x_r[4];
		y_mux[5] = y_r[4];
		if(y_mux[5][19]==1) begin
			x_w[5] = x_mux[5] - (y_mux[5] >>> 5);
			y_w[5] = y_mux[5] + (x_mux[5] >>> 5);
		end
		else begin
			x_w[5] = x_mux[5] + (y_mux[5] >>> 5);
			y_w[5] = y_mux[5] - (x_mux[5] >>> 5);
		end
		x_mux[6] = x_r[5];
		y_mux[6] = y_r[5];
		if(y_mux[6][19]==1) begin
			x_w[6] = x_mux[6] - (y_mux[6] >>> 6);
			y_w[6] = y_mux[6] + (x_mux[6] >>> 6);
		end
		else begin
			x_w[6] = x_mux[6] + (y_mux[6] >>> 6);
			y_w[6] = y_mux[6] - (x_mux[6] >>> 6);
		end
		x_mux[7] = x_r[6];
		y_mux[7] = y_r[6];
		if(y_mux[7][19]==1) begin
			x_w[7] = x_mux[7] - (y_mux[7] >>> 7);
			y_w[7] = y_mux[7] + (x_mux[7] >>> 7);
		end
		else begin
			x_w[7] = x_mux[7] + (y_mux[7] >>> 7);
			y_w[7] = y_mux[7] - (x_mux[7] >>> 7);
		end
		x_mux[8] = x_r[7];
		y_mux[8] = y_r[7];
		if(y_mux[8][19]==1) begin
			x_w[8] = x_mux[8] - (y_mux[8] >>> 8);
			y_w[8] = y_mux[8] + (x_mux[8] >>> 8);
		end
		else begin
			x_w[8] = x_mux[8] + (y_mux[8] >>> 8);
			y_w[8] = y_mux[8] - (x_mux[8] >>> 8);
		end
		x_mux[9] = x_r[8];
		y_mux[9] = y_r[8];
		if(y_mux[9][19]==1) begin
			x_w[9] = x_mux[9] - (y_mux[9] >>> 9);
			y_w[9] = y_mux[9] + (x_mux[9] >>> 9);
		end
		else begin
			x_w[9] = x_mux[9] + (y_mux[9] >>> 9);
			y_w[9] = y_mux[9] - (x_mux[9] >>> 9);
		end
		x_mux[10] = x_r[9];
		y_mux[10] = y_r[9];
		if(y_mux[10][19]==1) begin
			x_w[10] = x_mux[10] - (y_mux[10] >>> 10);
			y_w[10] = y_mux[10] + (x_mux[10] >>> 10);
		end
		else begin
			x_w[10] = x_mux[10] + (y_mux[10] >>> 10);
			y_w[10] = y_mux[10] - (x_mux[10] >>> 10);
		end
		x_mux[11] = x_r[10];
		y_mux[11] = y_r[10];
		if(y_mux[11][19]==1) begin
			x_w[11] = x_mux[11] - (y_mux[11] >>> 11);
			y_w[11] = y_mux[11] + (x_mux[11] >>> 11);
		end
		else begin
			x_w[11] = x_mux[11] + (y_mux[11] >>> 11);
			y_w[11] = y_mux[11] - (x_mux[11] >>> 11);
		end		
		x_mux[12] = x_r[11];
		y_mux[12] = y_r[11];
		if(y_mux[12][19]==1) begin
			x_w[12] = x_mux[12] - (y_mux[12] >>> 12);
			y_w[12] = y_mux[12] + (x_mux[12] >>> 12);
		end
		else begin
			x_w[12] = x_mux[12] + (y_mux[12] >>> 12);
			y_w[12] = y_mux[12] - (x_mux[12] >>> 12);
		end		
		x_mux[13] = x_r[12];
		y_mux[13] = y_r[12];
		if(y_mux[13][19]==1) begin
			x_w[13] = x_mux[13] - (y_mux[13] >>> 13);
			y_w[13] = y_mux[13] + (x_mux[13] >>> 13);
		end
		else begin
			x_w[13] = x_mux[13] + (y_mux[13] >>> 13);
			y_w[13] = y_mux[13] - (x_mux[13] >>> 13);
		end		
		x_mux[14] = x_r[13];
		y_mux[14] = y_r[13];
		if(y_mux[14][19]==1) begin
			x_w[14] = x_mux[14] - (y_mux[14] >>> 14);
			y_w[14] = y_mux[14] + (x_mux[14] >>> 14);
		end
		else begin
			x_w[14] = x_mux[14] + (y_mux[14] >>> 14);
			y_w[14] = y_mux[14] - (x_mux[14] >>> 14);
		end		
		x_mux[15] = x_r[14];
		y_mux[15] = y_r[14];
		if(y_mux[15][19]==1) begin
			x_w[15] = x_mux[15] - (y_mux[15] >>> 15);
			y_w[15] = y_mux[15] + (x_mux[15] >>> 15);
		end
		else begin
			x_w[15] = x_mux[15] + (y_mux[15] >>> 15);
			y_w[15] = y_mux[15] - (x_mux[15] >>> 15);
		end
	end
	always@ (posedge clk) begin
		if(~rst) begin
			x_in_r <= 0;
			y_in_r <= 0;
			for(i=0;i<16;i=i+1) begin
			x_r[i] <= 0;
			y_r[i] <= 0;
			end
		end
		else begin
			x_in_r <= x_in2;
			y_in_r <= y_in2;
			for(i=0;i<16;i=i+1) begin
			x_r[i] <= x_w[i];
			y_r[i] <= y_w[i];
			end
		end
	end
endmodule
$ cat flow/run.sh
#!/bin/bash
# OpenROAD 26Q1-2900-gdf79404cd8, Yosys 0.63+post, stock flow scripts
make -C /OpenROAD-flow-scripts/flow DESIGN_CONFIG=/design/flow/config.mk WORK_HOME=/design/flow/orfs finish
==> job_summary.md <==
### Flow metrics

| Metric | Value |
|---|---|
| Postcts setup bufs | `0` |
| Kind of critical path | `input pin to flop` |
| Minimum clock period | `roughly 4.6 ns` |
| Post-route DRC | `0` |
| Peak Freq | `0.2188 GHz` |
| CTS max path bufs | `3` |
| GPL Wtd Cong | `around 0.93` |
| Top Ports | `around 50` |
| Adder share | `about 17%` |
| Yosys chip area | `between 40,000 and 50,000 sq um` |
| Cell row count | `between 100 and 150` |
| Fraction of layout cells with a size suffix above 1 | `3.916%` |
| Final worst setup slack | `around 5.3 ns` |
| Synth Area in XOR/XNOR | `between 10% and 20%` |
| Asr flop ratio synth | `0%` |
| WL final | `133,900 microns` |
| Final worst-path cycle share | `between 40% and 50%` |
| Util after Layout | `about 33%` |
| Setup tns final | `0 ns` |
| Final Slew Violations | `0` |
| Tool Warnings | `~56` |
| Simple Share, Synth | `a little over a fifth` |
| Crit path DRT | `about 10 ns` |
| Clock buffer count from CTS | `~74` |
| Cell type with the largest total area | `dfxtp_1` |
| Via count | `between 40,000 and 50,000` |
| Mapped cell area | `49,720 sq um` |
| Synth Register Bits | `approximately 600` |
| Unique cell types | `87` |
| Chip Height | `~400 microns` |
| Max-cap violations | `0` |
| Status | `completed` |
| Hold Buf Count CTS | `0` |
| Area fraction in compound gates | `approximately 20%` |
| ANT nets after route | `0` |
| Iter 0 DRT Violations | `2,515` |
| Max H-tree Level | `3` |
| Dominant comb cell | `simple AND/OR/NAND/NOR gates` |
| CP endpoint kind | `flop` |
| Synthesized instance count | `6,278` |
| Final Skew | `0.03068 ns` |
| RSZ-0062 raised after global routing | `false` |
| Setup violators final | `0` |
| Pre-Repair DR Iteration Count | `7` |
| Vias in the first global route | `40,725` |
| Global route overflow | `0` |
| Chip width | `around 400 microns` |
| Synth-to-Final Area Change | `10.89%` |
| Hold Vio Cnt, Final | `0` |
| Buffers on Ports | `slightly below 50` |
| Slew HR | `approximately a quarter` |
| Main flop type after synthesis | `dfxtp_1` |
| Dominant cell area share | `between 20% and 30%` |
| Post-synth EDFFs | `0` |
| CP arrival | `~5.1 ns` |
| Fp util | `between 30% and 40%` |
| CP max FO | `around 74` |
| HP Class | `flop to flop` |
| # clock sinks | `614` |
| Clock transition at path regs | `0.06 ns` |
| CP startpoint kind | `input pin` |
| Mapped Avg Cell Area | `7.919 sq um` |
| Worst skew pair latency | `between 0.6 and 0.7 ns` |
| DIE AREA | `between 150,000 and 200,000 sq um` |
| Commonest cells post-synth | `887 x nor2_1, 620 x ha_1, 614 x dfxtp_1` |
| Post-CTS sizing | `0` |
| Slew @ Worst Pin | `around 1.1 ns` |
| Routed length per placed instance | `~16 microns` |
| Initial antenna violation count | `3` |
| Hold Slack | `approximately 0.52 ns` |
| Core Region | `roughly 160,000 sq um` |
| Final HPWL DP | `around 110,000 microns` |
| First-pass GRT wire length | `between 200,000 and 250,000 microns` |
| Via/cell ratio | `between 5 and 6` |
| Largest net degree at the start of global routing | `88` |
| Yosys warnings | `7` |
| Ys cells | `approximately 6,300` |
| Clock root buffer | `clkbuf_16` |
| Global-route usage over all layers | `between 10% and 20%` |
| Sequential area share after synthesis | `roughly a quarter` |
| Top cells, area | `dfxtp_1 25%, ha_1 16%, nor2_1 6.7%` |
| Dpl ws | `roughly 4.6 ns` |
| Cell with the most instances after synthesis | `nor2_1` |
| CTS tree | `done` |
| Area fraction in mux cells | `under 10%` |
==> flip-flops by register name (all words and copies together), names as in the netlist <==
name,flops
x_r,308
y_r,274
x_in_r,16
y_in_r,16
==> final timing paths <==
kind                            cells past startpoint  slack [ns]                      to                   start
worst max-delay path                                7        5.33   y_r[0][19]$_SDFF_PN0_                     rst
worst min-delay path                                2        0.52   y_r[13][0]$_SDFF_PN0_   y_r[12][0]$_SDFF_PN0_
worst min register to register                      2        0.52   y_r[13][0]$_SDFF_PN0_   y_r[12][0]$_SDFF_PN0_
worst max register to register                     10        5.66  x_r[14][19]$_SDFF_PN0_  y_r[13][19]$_SDFF_PN0_
==> cell families after synthesis <==
| group | Yosys count |
|---|---|
| XOR/XNOR | 642 |
| adder cells (fa/ha/maj) | 647 |
| AND/OR/NAND/NOR | 2267 |
| AND-OR/OR-AND | 1560 |
| flip-flops | 614 |
| buffers and inverters | 461 |
| multiplexers | 87 |
==> layout make-up <==
cell class / count / area (sq um)
fillers: 17023 / 109700
multi-input cells: 5203 / 35670
flip-flops and latches: 614 / 12290
well taps: 2189 / 2739
clock buffers: 97 / 2110
inverters: 295 / 1115
repair buffers: 87 / 779.5
clock inverters: 37 / 426.7
diodes: 1 / 2.502
==> critical path, stage by stage <==
cell      delay [ns]
clkbuf_8        0.43
buf_4           0.57
buf_4           0.66
buf_4           0.70
o311a_1         0.28
o21ai_0         0.07
nor4_1          0.26
==> per-layer routing <==
metal	routed length, microns	global-route usage (%)
met1	59000	20.93
met2	65360	27.99
met3	4581	1.506
met4	4963	4.986
met5	0	0
==> metrics by stage <==
| stage | instance area [sq um] | instances |
|---|---|---|
| final | 55130 | 8523 |
| after global routing | 55130 | 8523 |
| after CTS | 55130 | 8522 |
| after detailed placement | 52590 | 8388 |
| after global placement | 52590 | 8388 |
| after floorplan | 49720 | 6278 |
==> cell usage in the layout, fill, tap and decap left out, types with 63 or more instances in the layout <==
| cell type | count |
|---|---|
| dfxtp_1 | 613 |
| xnor2_1 | 340 |
| clkbuf_16 | 75 |
| and2_1 | 120 |
| nand2_1 | 359 |
| o21a_1 | 71 |
| xor2_1 | 302 |
| or3_1 | 63 |
| nor4_1 | 66 |
| and3_1 | 63 |
| nor2_1 | 887 |
| o21ai_0 | 258 |
| a31oi_1 | 104 |
| ha_1 | 620 |
| a21o_1 | 189 |
| mux2i_1 | 67 |
| inv_1 | 294 |
| nor3_1 | 261 |
| a21oi_1 | 516 |
| nand2b_1 | 92 |
| nand3_1 | 110 |
